==> flow/design.v <==
module MLAB_20_32(
	output reg signed [31:0] q,
	input  [31:0] data,
	input [7:0] readaddr, writeaddr,
	input wren, clock
);
	reg signed [31:0] mem [19:0]  ;
	always @ (posedge clock)
	begin
		if (wren) begin
			mem[writeaddr] <= data;
		end
		q <= mem[readaddr];
	end
endmodule
 module Int2Fp(
		input signed [15:0]	iInteger,
		output[26:0]	oA		
 );
    wire        A_s;
    wire [7:0]  A_e;
    wire [17:0] A_f;
	 wire [15:0] abs_input ;
	 assign A_s = (iInteger < 0);
	 assign abs_input = (iInteger < 0)? -iInteger : iInteger ;
	 wire [7:0]  shft_amt;
	 assign shft_amt = abs_input[15] ? 8'd3 :
                      abs_input[14] ? 8'd4 : abs_input[13] ? 8'd5 :
                      abs_input[12] ? 8'd6 : abs_input[11] ? 8'd7 :
                      abs_input[10] ? 8'd8 : abs_input[9]  ? 8'd9 :
                      abs_input[8]  ? 8'd10 : abs_input[7]  ? 8'd11 :
                      abs_input[6]  ? 8'd12 : abs_input[5]  ? 8'd13 :
                      abs_input[4]  ? 8'd14 : abs_input[3]  ? 8'd15 :
                      abs_input[2]  ? 8'd16 : abs_input[1]  ? 8'd17 :
                      abs_input[0]  ? 8'd18 : 8'd19;	
	 assign A_e = 127 + 18 - shft_amt ;
	 wire [33:0] shift_buffer ;
	 assign shift_buffer = {16'b0, abs_input} << shft_amt ;
	 assign A_f = shift_buffer[17:0];
	 assign oA = (iInteger==0)? 27'b0 : {A_s, A_e, A_f};
 endmodule  
 module Fp2Int(
		input	 [26:0]	iA,
		output reg [15:0]	oInteger
 );
    wire        A_s;
    wire [7:0]  A_e;
    wire [17:0] A_f;
    assign A_s = iA[26];
    assign A_e = iA[25:18];
    assign A_f = iA[17:0];
	 wire [15:0] max_int = 16'h7fff ;  
	 wire [33:0] shift_buffer ;
	 assign shift_buffer = {15'b0, 1'b1, A_f}<<(A_e-127) ;
	 always @(*) begin
			if (A_e < 127) oInteger = 16'b0;
			else if (A_e > 141) begin
				if (A_s) oInteger = -max_int;
				else     oInteger = max_int;
			end
			else begin
				if (A_s) oInteger = -shift_buffer[33:18];
				else     oInteger = shift_buffer[33:18];
			end
	 end
 endmodule  
 module FpShift(
		input	 [26:0]	iA,
		input   [7:0] 	iShift,
		output [26:0]	oShifted
 );
    wire        A_s;
    wire [7:0]  A_e;
    wire [17:0] A_f;
    assign A_s = iA[26];
    assign A_e = iA[25:18];
    assign A_f = iA[17:0];
	 assign oShifted = {A_s, A_e+iShift, A_f} ;	
 endmodule  
 module FpNegate(
		input	 [26:0]	iA,
		output [26:0]	oNegative
 );
    wire        A_s;
    wire [7:0]  A_e;
    wire [17:0] A_f;
    assign A_s = iA[26];
    assign A_e = iA[25:18];
    assign A_f = iA[17:0];
    assign oNegative = {~A_s, A_e, A_f};	
 endmodule  
 module FpAbs(
		input	 [26:0]	iA,
		output [26:0]	oAbs
 );
    wire        A_s;
    wire [7:0]  A_e;
    wire [17:0] A_f;
    assign A_s = iA[26];
    assign A_e = iA[25:18];
    assign A_f = iA[17:0];
    assign oAbs = {1'b0, A_e, A_f};	
 endmodule  
 module FpCompare(
		input	 [26:0]	iA,
		input	 [26:0]	iB,
		output reg oA_larger
 );
    wire        A_s;
    wire [7:0]  A_e;
    wire [17:0] A_f;
	 wire        B_s;
    wire [7:0]  B_e;
    wire [17:0] B_f;
    assign A_s = iA[26];
    assign A_e = iA[25:18];
    assign A_f = iA[17:0];
	 assign B_s = iB[26];
    assign B_e = iB[25:18];
    assign B_f = iB[17:0];
	 wire A_mag_larger ;
    assign A_mag_larger =(A_e > B_e)                   ? 1'b1  :
                         ((A_e == B_e) && (A_f >= B_f)) ? 1'b1  :
                         1'b0;
	 always @(*) begin
			if (A_s==0 && B_s==1) begin   
				oA_larger = 1'b1 ;
			end
			else if (A_s==1 && B_s==0) begin   
				oA_larger = 1'b0 ;
			end
			else if (A_s==0 && B_s==0) begin   
				oA_larger = A_mag_larger ;
			end
			else if (A_s==1 && B_s==1) begin   
				oA_larger = ~A_mag_larger ;
			end
			else oA_larger  = 0;  
	 end
 endmodule  
module FpInvSqrt (
    input             iCLK,
    input      [26:0] iA,
    output     [26:0] oInvSqrt
);
    wire        A_s;
    wire [7:0]  A_e;
    wire [17:0] A_f;
    assign A_s = iA[26];
    assign A_e = iA[25:18];
    assign A_f = iA[17:0];
    wire [26:0] y_1, y_1_out, half_iA_1;
    assign y_1 = 27'd49920718 - (iA>>1);
    assign half_iA_1 = {A_s, A_e-8'd1,A_f};
    FpMul s1_mult ( .iA(y_1), .iB(y_1), .oProd(y_1_out) );
    reg [26:0] y_2, mult_2_in, half_iA_2;
    wire [26:0] y_2_out;
    FpMul s2_mult ( .iA(half_iA_2), .iB(mult_2_in), .oProd(y_2_out) );
    reg [26:0] y_3, add_3_in;
    wire [26:0] y_3_out;
    FpAdd s3_add ( .iCLK(iCLK), .iA({~add_3_in[26],add_3_in[25:0]}), .iB(27'd33423360), .oSum(y_3_out) );
    reg [26:0] y_4;
    reg [26:0] y_5, mult_5_in;
    FpMul s5_mult ( .iA(y_5), .iB(mult_5_in), .oProd(oInvSqrt) );
    always @(posedge iCLK) begin
    y_2 <= y_1;
    mult_2_in <= y_1_out;
    half_iA_2 <= half_iA_1;
    y_3 <= y_2;
    add_3_in <= y_2_out;
    y_4 <= y_3;
    y_5 <= y_4;
    mult_5_in <= y_3_out;
    end
endmodule
module FpMul (
    input      [26:0] iA,     
    input      [26:0] iB,     
    output     [26:0] oProd   
);
    wire        A_s;
    wire [7:0]  A_e;
    wire [17:0] A_f;
    wire        B_s;
    wire [7:0]  B_e;
    wire [17:0] B_f;
    assign A_s = iA[26];
    assign A_e = iA[25:18];
    assign A_f = {1'b1, iA[17:1]};
    assign B_s = iB[26];
    assign B_e = iB[25:18];
    assign B_f = {1'b1, iB[17:1]};
    wire        oProd_s;
    assign oProd_s = A_s ^ B_s;
    wire [35:0] pre_prod_frac;
    assign pre_prod_frac = A_f * B_f;
    wire [8:0]  pre_prod_exp;
    assign pre_prod_exp = A_e + B_e;
    wire [7:0]  oProd_e;
    wire [17:0] oProd_f;
    assign oProd_e = pre_prod_frac[35] ? (pre_prod_exp-9'd126) : (pre_prod_exp - 9'd127);
    assign oProd_f = pre_prod_frac[35] ? pre_prod_frac[34:17] : pre_prod_frac[33:16];
    wire        underflow;
    assign underflow = pre_prod_exp < 9'h80;
    assign oProd = underflow        ? 27'b0 :
                   (B_e == 8'd0)    ? 27'b0 :
                   (A_e == 8'd0)    ? 27'b0 :
                   {oProd_s, oProd_e, oProd_f};
endmodule
module FpAdd (
    input             iCLK,
    input      [26:0] iA,
    input      [26:0] iB,
    output reg [26:0] oSum
);
    wire        A_s;
    wire [7:0]  A_e;
    wire [17:0] A_f;
    wire        B_s;
    wire [7:0]  B_e;
    wire [17:0] B_f;
    assign A_s = iA[26];
    assign A_e = iA[25:18];
    assign A_f = {1'b1, iA[17:1]};
    assign B_s = iB[26];
    assign B_e = iB[25:18];
    assign B_f = {1'b1, iB[17:1]};
    wire A_larger;
    wire [7:0]  exp_diff_A;
    wire [7:0]  exp_diff_B;
    wire [7:0]  larger_exp;
    wire [36:0] A_f_shifted;
    wire [36:0] B_f_shifted;
    assign exp_diff_A = B_e - A_e;  
    assign exp_diff_B = A_e - B_e;  
    assign larger_exp = (B_e > A_e) ? B_e : A_e;
    assign A_f_shifted = A_larger             ? {1'b0,  A_f, 18'b0} :
                         (exp_diff_A > 9'd35) ? 37'b0 :
                         ({1'b0, A_f, 18'b0} >> exp_diff_A);
    assign B_f_shifted = ~A_larger            ? {1'b0,  B_f, 18'b0} :
                         (exp_diff_B > 9'd35) ? 37'b0 :
                         ({1'b0, B_f, 18'b0} >> exp_diff_B);
    assign A_larger =    (A_e > B_e)                   ? 1'b1  :
                         ((A_e == B_e) && (A_f > B_f)) ? 1'b1  :
                         1'b0;
    wire [36:0] pre_sum;
    assign pre_sum = ((A_s^B_s) &  A_larger) ? A_f_shifted - B_f_shifted :
                     ((A_s^B_s) & ~A_larger) ? B_f_shifted - A_f_shifted :
                     A_f_shifted + B_f_shifted;
    reg  [36:0] buf_pre_sum;
    reg  [7:0]  buf_larger_exp;
    reg         buf_A_e_zero;
    reg         buf_B_e_zero;
    reg  [26:0] buf_A;
    reg  [26:0] buf_B;
    reg         buf_oSum_s;
    always @(posedge iCLK) begin
        buf_pre_sum    <= pre_sum;
        buf_larger_exp <= larger_exp;
        buf_A_e_zero   <= (A_e == 8'b0);
        buf_B_e_zero   <= (B_e == 8'b0);
        buf_A          <= iA;
        buf_B          <= iB;
        buf_oSum_s     <= A_larger ? A_s : B_s;
    end
    wire [36:0] pre_frac;
    assign pre_frac = buf_pre_sum;
    wire [17:0] oSum_f;
    wire [7:0]  shft_amt;
    assign shft_amt = pre_frac[36] ? 8'd0  : pre_frac[35] ? 8'd1  :
                      pre_frac[34] ? 8'd2  : pre_frac[33] ? 8'd3  :
                      pre_frac[32] ? 8'd4  : pre_frac[31] ? 8'd5  :
                      pre_frac[30] ? 8'd6  : pre_frac[29] ? 8'd7  :
                      pre_frac[28] ? 8'd8  : pre_frac[27] ? 8'd9  :
                      pre_frac[26] ? 8'd10 : pre_frac[25] ? 8'd11 :
                      pre_frac[24] ? 8'd12 : pre_frac[23] ? 8'd13 :
                      pre_frac[22] ? 8'd14 : pre_frac[21] ? 8'd15 :
                      pre_frac[20] ? 8'd16 : pre_frac[19] ? 8'd17 :
                      pre_frac[18] ? 8'd18 : pre_frac[17] ? 8'd19 :
                      pre_frac[16] ? 8'd20 : pre_frac[15] ? 8'd21 :
                      pre_frac[14] ? 8'd22 : pre_frac[13] ? 8'd23 :
                      pre_frac[12] ? 8'd24 : pre_frac[11] ? 8'd25 :
                      pre_frac[10] ? 8'd26 : pre_frac[9]  ? 8'd27 :
                      pre_frac[8]  ? 8'd28 : pre_frac[7]  ? 8'd29 :
                      pre_frac[6]  ? 8'd30 : pre_frac[5]  ? 8'd31 :
                      pre_frac[4]  ? 8'd32 : pre_frac[3]  ? 8'd33 :
                      pre_frac[2]  ? 8'd34 : pre_frac[1]  ? 8'd35 :
                      pre_frac[0]  ? 8'd36 : 8'd37;
    wire [53:0] pre_frac_shft, uflow_shift;
    assign pre_frac_shft = {pre_frac, 17'b0} << (shft_amt+1);  
	 assign uflow_shift = {pre_frac, 17'b0} << (shft_amt);  
    assign oSum_f = pre_frac_shft[53:36];
    wire [7:0] oSum_e;
    assign oSum_e = buf_larger_exp - shft_amt + 8'b1;
    wire underflow;
	 assign underflow = ~uflow_shift[53]; 
	 always @(posedge iCLK) begin
			oSum <= (buf_A_e_zero && buf_B_e_zero)    ? 27'b0 :
                  buf_A_e_zero                     ? buf_B :
                  buf_B_e_zero                     ? buf_A :
                  underflow                        ? 27'b0 :
                  (pre_frac == 0)                  ? 27'b0 :
                  {buf_oSum_s, oSum_e, oSum_f};
	 end  
endmodule
==> flow/run.sh <==
#!/bin/bash
# OpenROAD 26Q1-2900-gdf79404cd8, Yosys 0.63+post, stock flow scripts
make -C /OpenROAD-flow-scripts/flow DESIGN_CONFIG=/design/flow/config.mk WORK_HOME=/design/flow/orfs finish
==> flow/config.mk <==
export PLATFORM = sky130hd
export DESIGN_NAME = Fp2Int
export DESIGN_NICKNAME = Fp2Int
export VERILOG_FILES = /design/flow/design.v
export SDC_FILE = /design/flow/constraint.sdc
export NUM_CORES = 4
export LEC_CHECK = 1
export CORE_UTILIZATION = 30
==> flow/constraint.sdc <==
current_design Fp2Int

set clk_period 12.2
set clk_io_pct 0.2

create_clock -name clk0 -period $clk_period

set non_clock_inputs [all_inputs -no_clocks]
set_input_delay [expr $clk_period * $clk_io_pct] -clock clk0 $non_clock_inputs
set_output_delay [expr $clk_period * $clk_io_pct] -clock clk0 [all_outputs]
==> results.toml <==
# flow metrics
[setup_path]
startpoint_type = "primary input"
worst-endpoint-arrival_ns = 7.04
critical_path_cell_list = "clkdlybuf4s50_1 > buf_4 > inv_1 > ha_1 > buf_4 > inv_2 > o21ai_0 > nor2_1 > o311ai_1 > a21bo_2 > or3_1 > o311a_1 > nor3_1 > clkdlybuf4s50_1"
critical_path_class = "in2out"
end_kind = "primary output"
cpLargestDelayFamily = "buffers and inverters"
timing.critical_path.required_ns = 9.76
highest_net_fanout_along_the_worst_path = 37
timing.critical_path.slowest_cell_delay_ns = 0.50
critical_path.n_buffers_inverters = 6
crit_slowest_cell = "sky130_fd_sc_hd__clkdlybuf4s50_1"

[detailed_routing]
drt-vias-per-instance = 5.95
initialDrtViolationCount = 374
routed_len_inst_um = 15.9
drc = 0
drt_first_pass_iters = 5
wirelength_um = 7400
antenna_violating_nets_post_route = 0
antenna_cells_inserted = 0
routed-via-count = 2769

[final_timing]
count_of_pins_over_their_slew_limit = 0
final-setup-viol-count = 0
fmax_mhz = 106
worst_pin_slew_ns = 0.841
report.final.hold_viol_count = 0
rsz0062_at_grt = "false"
slew_headroom_pct = 43.9
fin_tns_setup_ns = 0
layout_min_cycle_time_ns = 9.48
layout_worst_path_cycle_share_pct = 77.7

[place]
estimated_wirelength_of_the_detail_placed_design_um = 5790
placed_area_um2 = 2750
io_buffer_count = 43
place.gp.congestion = 1.06

[floorplan]
fp_util_pct = 31.3
fp.dieH_um = 89.4
core_region_area_um2 = 7330
io-pin-count = 43
placementRows = 31
area_of_the_chip_um2 = 7990
die_width_um = 89.4

[yosys]
distinct_cell_type_count_after_synthesis = 65
synth.yosys.num_cells = 342
synth_area_um2 = 2290
post_synth.cell_area_avg_um2 = 6.70
postSynthCellCount = 342
yosysWarnings = 1
yosys.stat.chipArea_um2 = 2290
yosysSeqAreaShare_pct = 0

[pwr]
pwr-share-clk_pct = 0
power.density_nw_per_um2 = 47.2
power.switching_fraction_pct = 56.7
power.combinational.fraction_pct = 100.0
vdd_drop_max_mv = 0.0236
sequential_cell_fraction_of_total_power_pct = 0
cellInternalPower_mw = 0.0563
total_switching_power_mw = 0.0737
leakagePower_nw = 1.04

[clocking]
cts_post_setup_buffers_inserted = 0
ctsResizeCount = 0
cts_hold_buffers = 0

[layout]
n_clock_buffer = 0
final.fill_count = 751
drive_above_1_share_pct = 9.02
numSequentialCells = 0
regArea_um2 = 0
areaGrowthSynthToFinish_pct = 20.2
post-route-cell-area_um2 = 2750

[status]
result_of_the_run = "complete, no violations"

[global_routing]
grt_pass1_wl_um = 12200
antenna_violations_before_repair = 0
grt_max_degree = 38
grtUsageTotal_pct = 19.6
grt-ovfl-total = 0
number_of_global_route_vias_before_repair = 2533

[run]
max_cap_violations = 0
log.warning_count = 34

[worst_hold_path]
hp-class = "in2out"
## worst paths after layout
path,from,endpoint,cells after the start
hold / removal,iA[26],oInteger[15],4
setup / recovery,iA[18],oInteger[11],14
## synthesized netlist by cell type (all sizes together), types with 4 or more instances
cell type,n,area share [%]
nand4,7,2.2
inv,7,1.1
nand2b,4,1.1
nand2,37,6.1
o211ai,6,2.0
nand3,15,3.5
mux2i,31,14
or2,5,1.4
clkbuf,10,1.6
o22ai,4,1.1
a21oi,18,3.9
xnor2,11,4.9
buf,15,4.4
mux2,8,3.9
and2,6,1.6
o21ai,19,4.2
a211oi,5,1.9
nor3,17,3.7
nor2,34,5.7
xor2,5,2.7
a31oi,14,3.8
or3,7,1.9
nor4,6,1.6
ha,4,2.2
## cell families (layout without fill, tap and decap cells)
kind of cell	Yosys count	after routing	synth area share [%]
AND-OR/OR-AND	97	97	29.4
multiplexers	42	42	20.4
adder cells (fa/ha/maj)	4	4	2.18
buffers and inverters	32	56	7.15
AND/OR/NAND/NOR	151	151	33.2
XOR/XNOR	16	16	7.59
## stage by stage
stage               setup slack, ns  total power [mW]  std cells  hold slack, ns  utilization, %
floorplan                      4.16            0.0894        342            5.06               -
global placement               2.76             0.128        465            6.23            37.5
detailed placement             2.76             0.128        465            6.22            37.5
CTS                            2.77             0.128        465            6.23            37.5
global route                   2.40             0.142        465            6.30            37.5
finish                         2.72             0.130        465            6.23            37.5
## power by group through the flow
stage                 Combinational, mW  Sequential (mW)  Clock, mW
after CTS                         0.128                0          0
after global routing              0.142                0          0
final                             0.130                0          0
## final cells by class
cell class / instances / area [um^2] / area share (%)
tap: 99 / 124 / 4.50
multi-input combinational: 310 / 2130 / 77.3
inverter: 7 / 26.3 / 0.955
timing repair buffer: 49 / 475 / 17.3
## layout by cell type (no fill, tap or decap), types with 7 or more instances in the layout
master,instances
sky130_fd_sc_hd__a31oi_1,14
sky130_fd_sc_hd__or3_1,7
sky130_fd_sc_hd__clkdlybuf4s50_1,43
sky130_fd_sc_hd__nor2_1,33
sky130_fd_sc_hd__nand3_1,14
sky130_fd_sc_hd__mux2_2,8
sky130_fd_sc_hd__a21oi_1,18
sky130_fd_sc_hd__mux2i_1,31
sky130_fd_sc_hd__xnor2_1,9
sky130_fd_sc_hd__nor3_1,17
sky130_fd_sc_hd__nand2_1,37
sky130_fd_sc_hd__o21ai_0,18
## layer usage
metal	track usage (%)	routed length, um	part of all wire, %	up-vias
li1	-	-	-	1363
met5	0	0	0	-
met2	33.2	3510	47	115
met1	28.4	3290	45	1273
met4	2.74	102	1.4	0
met3	1.03	491	6.6	18
Power is estimated from default activity; no workload was simulated.
